==> /design/flow/design.v <==
`timescale 1ns / 1ps
module HF1(
	input clk,
	input rst,
	output [2:0] man_out,
	output [2:0] std_out,
	output [2:0] ind_out
);
MAN_FSM MAN(
	.clk(clk),
	.rst(rst),
	.man_out(man_out)
);
STD_FSM STD(
	.clk(clk),
	.rst(rst),
	.std_out(std_out)
);
IND_FSM IND(
	.clk(clk),
	.rst(rst),
	.ind_out(ind_out)
);
endmodule
`timescale 1ns / 1ps
module IND_FSM(
	input        clk,
	input        rst,
	output [2:0] ind_out
);
reg [2:0]cnt, out;
always @ (posedge clk)
begin
	if(rst)
		cnt <= 3'd0;
	else
		cnt <= cnt + 1;
end
always @ (*)
begin
	case(cnt)
		3'd0   : out <= 3'd0;
		3'd1   : out <= 3'd4;
		3'd2   : out <= 3'd1;
		3'd3   : out <= 3'd3;
		3'd4   : out <= 3'd6;
		3'd5   : out <= 3'd2;
		3'd6   : out <= 3'd7;
		3'd7   : out <= 3'd5;
		default: out <= 3'd0;
	endcase
end
assign ind_out = out;
endmodule
`timescale 1ns / 1ps
module MAN_FSM(
	input        clk,
	input        rst,
	output [2:0] man_out
);
reg  [2:0] state;
wire [2:0] next_state;
wire a, b, c;
assign {a, b, c} = state;
always @ (posedge clk)
begin
	if(rst)
		state <= 3'd0;
	else
		state <= next_state;
end
assign next_state[2] = ~a&~c | ~a&b | b&c;
assign next_state[1] = ~a&c | ~a&b | b&~c;
assign next_state[0] = ~a&~b&c | ~a&b&~c | a&b&c | a&~b&~c;
assign man_out = state;
endmodule
`timescale 1ns / 1ps
module STD_FSM(
	input        clk,
	input        rst,
	output [2:0] std_out
);
localparam START = 3'd0;
localparam A     = 3'd4;
localparam B     = 3'd1;
localparam C     = 3'd3;
localparam D     = 3'd6;
localparam E     = 3'd2;
localparam F     = 3'd7;
localparam G     = 3'd5;
reg [2:0] state, next_state;
always @ (posedge clk)
begin
	if(rst)
		state <= 3'd0;
	else
		state <= next_state;
end
always @ (*)
begin
	case(state)
		START  : next_state <= A;
		A      : next_state <= B;
		B      : next_state <= C;
		C      : next_state <= D;
		D      : next_state <= E;
		E      : next_state <= F;
		F      : next_state <= G;
		G      : next_state <= START;
		default: next_state <= START;
	endcase
end
assign std_out = state;
endmodule
==> /design/flow/run.sh <==
#!/bin/bash
# OpenROAD 26Q1-2900-gdf79404cd8, Yosys 0.63+post, stock flow scripts
make -C /OpenROAD-flow-scripts/flow DESIGN_CONFIG=/design/flow/config.mk WORK_HOME=/design/flow/orfs finish
==> /design/flow/config.mk <==
export PLATFORM = sky130hd
export DESIGN_NAME = HF1
export DESIGN_NICKNAME = HF1
export VERILOG_FILES = /design/flow/design.v
export SDC_FILE = /design/flow/constraint.sdc
export NUM_CORES = 4
export LEC_CHECK = 1
export CORE_AREA = 10 10 70 70
export DIE_AREA = 0 0 80 80
==> /design/flow/constraint.sdc <==
current_design HF1

set clk_period 1.9
set clk_io_pct 0.2

create_clock -name clk0 -period $clk_period [get_ports {clk}]

set non_clock_inputs [all_inputs -no_clocks]
set_input_delay [expr $clk_period * $clk_io_pct] -clock clk0 $non_clock_inputs
set_output_delay [expr $clk_period * $clk_io_pct] -clock clk0 [all_outputs]
==> Changelog: implementation <==
### Implementation results

* Cell Pwr Density at 1340 nW/um^2
* Clk sinks at 12
* Sum Neg Setup Slack at 0 ns
* Latency at later pin at 0.27 ns
* Switching Share at 27.0%
* WP buf/inv at 1
* Yosys chip area at 443 sq um
* Cell Count, Final, Fillers Out at 100
* Slowest-stage cell, CP: clkdlybuf4s50_1
* Filler instances at 390
* Synthesis warning total at 3
* TritonRoute pass-1 iters at 4
* Flops after synth at 12
* Die y size at 80 um
* Largest net degree at the start of global routing at 13
* CTS resizes at 0
* RD Place Congestion at 0.673
* Register area share after synthesis at 54.2%
* R2R Setup Slk at 0.79 ns
* Vias in the first global route at 285
* Worst r2r dst: ind_out[1]
* Die width at 80 um
* Max Slew Vio Count at 0
* Gr usage total at 2.60%
* Status: finished, final reports clean
* Slew headroom at 71.3%
* Tcrit/Tclk final at 83.5%
* Met2 usage at 2.97%
* Detailed Route WL at 772 um
* Min Tclk post-route at 1.59 ns
* Worst Hold End: IND.cnt[0]
* Worst slew pin tran at 0.428 ns
* Post-Syn Instances at 44
* Final core occ at 17.9%
* Clock Tree Buf Depth at 2
* Switching pwr at 221 uW
* Vias per cell at 2.85
* Row cnt at 21
* Hold_sp: IND.cnt[0]
* Met1 GRT Util at 3.70%
* First-pass GRT wire length at 1.32 mm
* Detail Placement HPWL at 606 um
* Area grow syn2layout at 37.9%
* Largest stage delay on the critical path at 0.50 ns
* Crit-path max FO at 6
* TritonCTS Buffers at 3
* Initial drt markers at 25
* Final Cell Area at 611 sq um
* Hold Path Stages at 1
* Type of the most critical hold path: reg -> reg
* Final setup fails at 0
* Crit Path Class: reg -> out
* # Cells Yosys at 44
* Clock power share at 24.4%
* Residual DRC count at 0
* Crit path depth at 1
* RR Startpoint: IND.cnt[0]
* Worst vdd ir at 0.449 mV
* WL per Instance at 7.72 um
* Fmax at 630 MHz
* Vias at 285
* CTS clk-pin slew, worst paths at 0.07 ns
* OpenROAD warning count at 25
* GRT overflow at 0
* Die ar. at 6400 sq um
* Worst endpoint data arrival time at 1.21 ns
* Synthesized area per cell at 10.1 sq um
* Unrepaired setup endpoints after global routing: false
* Mapped Area at 443 sq um
* Fin Clk Skew at 0.00141 ns
* Distinct lib cells at 11
* Grt peak-use layer: met1
* Reg2Reg Depth at 4
* Worst setup SP type: flop
* CP Data Required Time at 1.52 ns
* TritonCTS clock tree: built
* Initial antenna violation count at 0
* Internal power at 597 uW
* Root buffer cell: clkbuf_4
* Setup WS post-layout at 0.314 ns
* Grt met3 use at 2.16%
* Post-route ant nets at 0
* Leak at 0.000230 uW
* Port bufs at 10
* CP Cell Sequence: clkdlybuf4s50_1
* H-tree depth at 1
* Number of max-cap violations at 0
* Crit end category: primary output
* Comb pwr share at 29.7%
* Post-CTS Setup Bufs at 0
* Placed cell area at 574 sq um
* Cell Count Post-Placement at 96
* Top Ports at 11
* Fin. Hold Viols at 0
* Hold_buf cts at 0
* Layout cells sized above 1 at 9.26%
* Register share of total power at 45.9%
* Antenna Cells at 0
* Core Area at 3420 sq um
* Delay-heaviest family, CP: buffers and inverters
* Pre-CTS WS at 0.495 ns
* Initial Utilization at 13.0%
## cells in the mapped netlist
| cell type | count | area, sq um |
|---|---|---|
| xor2_2 | 1 | 16.3 |
| nor2_1 | 12 | 45.0 |
| nor2b_1 | 4 | 25.0 |
| xor2_1 | 2 | 17.5 |
| a21oi_1 | 2 | 10.0 |
| dfxtp_1 | 12 | 240 |
| ha_1 | 1 | 12.5 |
| buf_4 | 3 | 22.5 |
| a211oi_1 | 2 | 15.0 |
| xnor2_1 | 4 | 35.0 |
| clkbuf_1 | 1 | 3.75 |
## worst max path at each step
| stage | start | endpoint | slack, ns |
|---|---|---|---|
| after CTS | STD.state[0] | std_out[0] | 0.30 |
| final | MAN.state[0] | man_out[0] | 0.31 |
| after global routing | MAN.state[0] | man_out[0] | 0.24 |
## cell families (layout without fill, tap and decap cells)
| group | after synthesis | count (layout) | share of synthesized area (%) |
|---|---|---|---|
| and+or+nand+nor | 16 | 16 | 15.8 |
| DFF | 12 | 12 | 54.2 |
| xor gates and xnor gates | 7 | 7 | 15.5 |
| AOI/OAI and AO/OA | 4 | 4 | 5.65 |
| buffers and inverters | 4 | 14 | 5.93 |
| adders and majority gates | 1 | 1 | 2.82 |
## power groups by stage
| stage | combinational (uW) | sequential, uW | clock (uW) |
|---|---|---|---|
| 4_1_cts | 250 | 377 | 208 |
| 5_1_grt | 280 | 388 | 226 |
| 6_report | 243 | 376 | 199 |
## layout by cell type (no fill, tap or decap)
cell              n
dfxtp_1          12
nor2_1           12
clkdlybuf4s50_1  10
nor2b_1           4
xnor2_1           4
clkbuf_4          3
a211oi_1          2
xor2_1            2
a21oi_1           2
xor2_2            1
ha_1              1
clkbuf_8          1
## per-stage QoR
| step | total power [uW] | hold WS, ns |
|---|---|---|
| after floorplan | 524 | 0.430 |
| after global placement | 626 | 0.443 |
| after detailed placement | 632 | 0.459 |
| after CTS | 835 | 0.477 |
| after global routing | 894 | 0.512 |
| final | 818 | 0.469 |
## layout make-up
cell class              instances  area, sq um  area share, %
clock buffers                   4         36.3           5.94
multi-input cells              28          176           28.9
flip-flops and latches         12          240           39.3
well taps                      46         57.6           9.43
repair buffers                 10          100           16.4
## layer usage
| metal | part of all wire [%] | vias to the layer above |
|---|---|---|
| li1 | - | 156 |
| met1 | 53 | 117 |
| met2 | 34 | 12 |
| met3 | 13 | 0 |
| met4 | 0 | 0 |
| met5 | 0 | - |
No activity file was given, so power comes from the tool's default toggle rates.
